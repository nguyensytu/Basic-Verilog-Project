File: design/flow/config.mk
export PLATFORM = sky130hd
export DESIGN_NAME = instruction_memory
export DESIGN_NICKNAME = instruction_memory
export VERILOG_FILES = /design/flow/design.v
export SDC_FILE = /design/flow/constraint.sdc
export NUM_CORES = 4
export LEC_CHECK = 1
export CORE_AREA = 10 10 70 70
export DIE_AREA = 0 0 80 80
File: design/flow/constraint.sdc
current_design instruction_memory

set clk_period 1.0
set clk_io_pct 0.2

create_clock -name clk0 -period $clk_period

set non_clock_inputs [all_inputs -no_clocks]
set_input_delay [expr $clk_period * $clk_io_pct] -clock clk0 $non_clock_inputs
set_output_delay [expr $clk_period * $clk_io_pct] -clock clk0 [all_outputs]
File: design/flow/design.v
module instruction_memory (
    input [4:0] address_read,
    output reg [7:0] instruction
);
    reg [7:0] instruction_file [31:0];
    always @(*) begin
        instruction <= instruction_file [address_read];
    end
    initial begin
        instruction_file [0] = 8'h00;  
        instruction_file [1] = 8'h21;  
        instruction_file [2] = 8'he0;  
        instruction_file [3] = 8'h22;  
        instruction_file [4] = 8'he1;  
        instruction_file [5] = 8'h43;  
        instruction_file [6] = 8'h86;  
    end
endmodule
File: design/flow/run.sh
#!/bin/bash
# OpenROAD 26Q1-2900-gdf79404cd8, Yosys 0.63+post, stock flow scripts
make -C /OpenROAD-flow-scripts/flow DESIGN_CONFIG=/design/flow/config.mk WORK_HOME=/design/flow/orfs finish
==> flow_summary.yaml <==
# physical design summary
drt:
  final_antenna_net_count: 0
  drt-total-wl_um: 365
  drc: 0
  vias: 119
  antenna-diode-count: 0
  drtIter0Drc: 0
  first_pass_iters: 1
  routed_via_density: 1.68
  wl_per_cell_um: 5.14
yosys:
  syn_area_um2: 90.1
  common_cells: "nor2_1 (4), buf_4 (2)"
  yosysUniqueCellTypes: 11
  synth.most_common_cell: "nor2_1"
  topCellsByArea: "buf_4 (17%), nor2_1 (17%), maj3_2 (13%)"
  syn_inst: 15
  top_area_cell: "buf_4"
  syn_avg_cell_area_um2: 6.01
  ys_chip_area_um2: 90.1
  synth-seq-area-share_pct: 0
  ys_cells: 15
  top_area_share_pct: 16.7
  synth_warnings: 1
placement:
  placed_cells: 68
  placed_cell_area_um2: 221
  numPortBuffers: 9
  post-place-ws_ns: -0.736
  globalplace.congestion: 0.727
critical_path:
  worstPathArrival_ns: 0.73
  end_kind: "primary output"
  crit_required_ns: 0.80
  crit_type: "input port to primary output"
  critPathLaunchType: "input port"
  critPathSlowestCell: "clkdlybuf4s15_1"
  critPathMaxStageDelay_ns: 0.18
  worstPathMaxFanout: 5
  cp_cell_sequence: "buf_8 -> nor2_4 -> xnor2_2 -> clkdlybuf4s15_1"
sta:
  whs_ns: 0.738
  timing.final.ws_setup_ns: 0.0660
  fmax_mhz: 1070
  finalSetupViolations: 0
  drv_slew: 0
  rsz0062_at_grt: "false"
  period_needed_ns: 0.934
  hold_viol_final: 0
  finalClockPeriodUsage_pct: 93.4
  setup_tns_ns: 0
die:
  initial_utilization_pct: 2.64
  die_w_um: 80
  die_h_um: 80
  core-area_mm2: 0.00342
  die-area_mm2: 0.00640
  io_pins: 13
  rows: 21
power_and_ir_drop:
  p_per_area_mw_per_mm2: 322
  p_clk_share_pct: 0
  swShare_pct: 32.5
  power_switching_uw: 27.8
  power.total_uw: 85.7
  p_leak_nw: 0.112
  pwr-share-comb_pct: 100.0
  p_int_uw: 57.9
  vdd_ir_drop_max_v: 0.0000301
  p_seq_share_pct: 0
job:
  drv_cap: 0
  warnings: 34
run_status:
  status: "complete, no violations"
layout:
  drive_gt1_share_pct: 56.0
  design_area_um2: 267
  utilization_pct: 7.80
  clkbuf_count: 0
  area_delta_synth_final_pct: 196
  seq_cell_count: 0
  fin_cells: 71
  flop_area_um2: 0
global_routing:
  antenna_found_initial: 0
  grt_usage_pct: 1.02
  grt_pass1_vias: 123
  overflow: 0
  grt_pass1_wl_um: 572
  grt_max_degree: 7
hold_path:
  hold_path_class: "input port to primary output"
clock_tree:
  hold_buffers: 0
[power by group through the flow]
stage	Sequential (mW)	Combinational (mW)	Clock (mW)
finish	0	0.0857	0
CTS	0	0.0820	0
global route	0	0.0952	0
[cells by family (layout without fill, tap and decap cells)]
| family | after synthesis | count (layout) | synth area share, % |
|---|---|---|---|
| other | 1 | 2 | 4.16 |
| adders and majority gates | 1 | 1 | 12.5 |
| xor gates and xnor gates | 1 | 1 | 9.72 |
| buffers and inverters | 4 | 13 | 26.4 |
| and+or+nand+nor | 6 | 6 | 30.6 |
| muxes | 1 | 1 | 11.1 |
| AOI/OAI and AO/OA | 1 | 1 | 5.55 |
[placed cells by master, fill, tap and decap left out]
cell | netlist | final
nand2b_1 | 1 | 1
inv_2 | 1 | 1
a21oi_2 | 0 | 1
buf_4 | 2 | 3
nor2_1 | 4 | 3
and2_4 | 0 | 1
dlygate4sd2_1 | 0 | 3
nor2_4 | 0 | 1
xnor2_2 | 0 | 1
maj3_2 | 1 | 1
clkbuf_2 | 0 | 2
buf_8 | 0 | 3
clkdlybuf4s15_1 | 0 | 1
mux2i_1 | 1 | 1
conb_1 | 1 | 2
[what timing repair did]
item                                    CTS  global route
pin swaps                                 2             0
endpoints found under the setup margin    6             4
resized                                  31             6
buffers inserted                          3             0
[layout make-up]
class                           instances  area [µm²]
Timing Repair Buffer                   12         114
Multi-Input combinational cell         12        91.3
Tap cell                               46        57.6
Inverter                                1        3.75
Fill cell                             410        3150
[metal layers]
layer,GRT usage [%],up-vias,wire length [µm]
met3,0.227,0,62
met2,1.85,8,145
met5,0,-,0
li1,-,63,-
met1,1.25,48,157
met4,0,0,0
[worst max-delay path, delay by kind of cell]
kind / cells / cell delay [ns]
buf+inv: 2 / 0.29
xor+xnor: 1 / 0.11
simple gates: 1 / 0.13
[worst paths after layout]
check | cells past startpoint | slack (ns) | endpoint | startpoint
min | 3 | 0.74 | instruction[7] | address_read[1]
max | 4 | 0.07 | instruction[5] | address_read[0]
Power and IR drop assume default switching activity.
