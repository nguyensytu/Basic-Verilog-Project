`constraint.sdc`:
```
current_design i2c_master_sda

set clk_period 1.3
set clk_io_pct 0.2

create_clock -name clk0 -period $clk_period [get_ports {scl_clk}]

set non_clock_inputs [all_inputs -no_clocks]
set_input_delay [expr $clk_period * $clk_io_pct] -clock clk0 $non_clock_inputs
set_output_delay [expr $clk_period * $clk_io_pct] -clock clk0 [all_outputs]
```
`run.sh`:
```
#!/bin/bash
# OpenROAD 26Q1-2900-gdf79404cd8, Yosys 0.63+post, stock flow scripts
make -C /OpenROAD-flow-scripts/flow DESIGN_CONFIG=/design/flow/config.mk WORK_HOME=/design/flow/orfs finish
```
`config.mk`:
```
export PLATFORM = sky130hd
export DESIGN_NAME = i2c_master_sda
export DESIGN_NICKNAME = i2c_master_sda
export VERILOG_FILES = /design/flow/design.v
export SDC_FILE = /design/flow/constraint.sdc
export NUM_CORES = 4
export LEC_CHECK = 1
export CORE_AREA = 10 10 99 99
export DIE_AREA = 0 0 109 109
```
`design.v`:
```
module i2c_master_sda #(
    parameter ADDR_BIT = 7
) (
    input scl_clk, reset, rd_wr_en,
    input [ADDR_BIT-1:0] w_addr,
    input [7:0] w_data,
    output [7:0] r_data,
    input [2:0] state, 
    output reg sda
);
    localparam IDLE = 3'b000,
               START = 3'b001,
               ADDR = 3'b010,
               ACK_ADDR = 3'b011,
               WR_RD = 3'b100,
               ACK_WR_RD = 3'b101,
               STOP = 3'b110;
    reg [ADDR_BIT:0] shift_reg_addr; 
    reg [7:0] shift_reg_data;
    always @(posedge scl_clk) begin
        if(state == START)
            shift_reg_addr <= {w_addr,rd_wr_en};
        else if(state == ADDR)
            shift_reg_addr <= {shift_reg_addr[ADDR_BIT-1:0], 1'b1};
        else 
            shift_reg_addr <= shift_reg_addr;
    end
    always @(posedge scl_clk) begin
        if ((state == ACK_WR_RD | state == ACK_ADDR) & ~rd_wr_en)
            shift_reg_data <= w_data;
        else if(state == WR_RD)
            if(~rd_wr_en)
                shift_reg_data <= {shift_reg_data[6:0], 1'b1};
            else 
                shift_reg_data <= {shift_reg_data[6:0], sda};
        else
            shift_reg_data <= shift_reg_data;
    end
    assign r_data = shift_reg_data; 
    always @(negedge scl_clk, posedge reset) begin
        if(reset)
            sda <= 1'b1;
        else begin
            if (state == START)
                sda <= 1'b0;
            else if (state == ADDR)
                sda <= shift_reg_addr [ADDR_BIT];
            else if (state == WR_RD && ~rd_wr_en)
                sda <= shift_reg_data [7];
            else if (state == ACK_WR_RD & rd_wr_en)
                sda <= 1'b0;
            else sda <= 1'b1;
        end
    end
endmodule
```
==> Slide: Implementation Results <==
Flow Results at a Glance

Floorplanning
  – Die width: 109 um
  – Num ports: 30
  – Vert. Die Dim: 109 um
  – Core region area: 7730 um^2
  – Floorplan utilization: 11.3%
  – Row count: 32
  – Chip Area: 11,900 um^2

CTS
  – Hold Buf Count CTS: 0
  – Clock Sinks: 17
  – CTS tree: built
  – CTS root buffer: clkbuf_8
  – H-tree depth: 1
  – Clock buffer depth: 2
  – CTS buffer count: 3
  – Clk latency of the worst-skew pair: 0.32 ns
  – Clk slew on worst S/H paths: 0.07 ns

Detailed routing
  – Vias after detailed routing: 596
  – Wirelength, routed: 2180 um
  – Drt drc: 0
  – Initial drt markers: 6
  – Antenna-violating nets left: 0
  – Pre-antenna DRT Iters: 4
  – DR vias/cell: 2.95
  – WL per Instance: 10.8 um
  – Antenna diodes: 0

Critical path
  – CP top delay family: flip-flops
  – Max incr delay on CP: 0.53 ns
  – Worst path required time: 1.04 ns
  – Worst EP arrival: 1.59 ns
  – Setup crit start kind: flop
  – CP Capture Type: output port
  – CP cell instances: buf_6
  – Worst setup path end: sda
  – Worst setup path start: sda
  – Critical Path Stages: 1
  – FF-to-FF End: sda
  – Crit Path Max Fanout: 2
  – Critical path type: flop to output port
  – RR Startpoint: shift_reg_data[7]
  – Crit-path slowest cell: dfstp_2
  – Crit path buffers/inverters: 1
  – Reg-to-reg slack, setup: -0.44 ns
  – R2R depth: 3

Global routing
  – Gr ovfl total: 0
  – Global-route usage over all layers: 3.68%
  – First-pass GRT wire length: 3290 um
  – Initial antenna violation count: 0
  – Largest net degree at the start of global routing: 11
  – Vias in the first global route: 626

Logic synthesis
  – Yosys aoi share: 2.73%
  – Xor+xnor area frac: 4.17%
  – YS chip area: 870 um^2
  – Post-synthesis instance total: 56
  – Yosys warning count: 1
  – Post-synth seq share: 58.3%
  – Comb area leader: multiplexers
  – Post-Synthesis Mean Instance Area: 15.5 um^2
  – Yosys simple share: 11.5%
  – Top-area cell share: 55.3%
  – Count of cell types in the netlist: 19
  – Yosys cell count: 56
  – Synthesized area: 870 um^2
  – Largest area contributor in the netlist: edfxtp_1
  – Seq cells post-synth: 17
  – Biggest area cells: edfxtp_1 55%, mux2_2 16%, mux2_4 3.5%
  – Mux share: 19.0%
  – Adder share: 0%

Placement
  – DPL Wire Length: 1720 um
  – Placed Cells incl. Taps: 194
  – Placed Area: 1380 um^2
  – IO Port Bufs: 29
  – Final Wtd Congestion: 0.721

Power
  – Pwr Total: 1.31 mW
  – Pwr dens: 903 nW/um^2
  – Leak: 0.555 nW
  – Peak supply drop: 0.253 mV

STA
  – Final Skew: 0.0693 ns
  – Hold_ws: 0.448 ns
  – Final-report setup violation count: 3
  – Least-Margin Pin Slew: 0.264 ns
  – Slew Limit Fails: 0
  – Setup ws final: -0.551 ns
  – Rel. slew slack: 82.4%
  – Final Hold Vio Count: 0
  – RSZ-0062 raised after global routing: true

Job
  – OpenROAD warnings: 29
  – Maxcap violations: 0

Layout
  – Final Cell Area: 1450 um^2
  – Layout Cells excl Fill: 202
  – Layout cell share with drive strength beyond 1: 42.0%
  – Area Growth Syn to Fin: 66.8%

Run status
  – Outcome: finished with violations
  – Failing checks: setup timing

Min path
  – Worst min-delay path category: input port to flop
-- metrics by stage --
stage	util, %	setup TNS (ns)	worst slack, ns
detailed placement	17.8	-16.59	-0.757
global route	18.8	-1.34	-0.587
global placement	17.8	-16.26	-0.738
finish	18.8	-1.25	-0.551
floorplan	-	-2.75	-0.397
CTS	18.6	-1.28	-0.571
-- worst reg2reg max path, delay by kind of cell, from the launching register on --
kind            cells  cell delay, ns
compound gates      1            0.06
simple gates        2            0.57
flops               1            0.45
-- worst min path at each step --
stage,slack [ns],startpoint,to,cells past startpoint
finish,0.45,state[1],shift_reg_addr[0],4
global route,0.45,state[1],shift_reg_addr[0],4
CTS,0.44,state[1],shift_reg_addr[0],4
-- cell families after synthesis --
family          count (synthesis)
mux                            14
flops                          17
xor+xnor                        2
compound gates                  4
buf+inv                         6
simple gates                   13
-- state kept, by name, indices dropped and copies added (netlist names) --
register	count
sda	1
shift_reg_addr	8
shift_reg_data	8
-- timing repair --
| action | CTS | global route |
|---|---|---|
| resized | 26 | 4 |
| buffers inserted | 2 | 2 |
| endpoints found under the setup margin | 42 | 23 |
| hold endpoints to repair | 0 | 0 |
| pin swaps | 2 | 2 |
-- layout by cell type (no fill, tap or decap) --
master and n:
a21oi_1 1, a21oi_2 1, a2bb2oi_1 1, buf_12 1, buf_2 1, buf_4 9, buf_6 5, clkbuf_2 2
clkbuf_8 3, clkdlybuf4s50_1 16, clkinvlp_2 1, dfstp_2 1, dlygate4sd2_1 9, edfxtp_1 16, inv_1 3, mux2_2 5
mux2_4 9, nand2_1 5, nand3b_4 1, nor2_1 1, nor2b_1 1, nor3b_1 2, nor3b_2 1, nor3b_4 1
o21ai_0 1, or4b_1 1, xnor2_1 1, xor2_4 1
-- routing by layer --
| layer | up-vias | part of all wire, % | GRT usage [%] |
|---|---|---|---|
| met3 | 2 | 7.9 | 1.37 |
| met1 | 278 | 46 | 5.17 |
| met2 | 24 | 43 | 5.23 |
| met5 | - | 0 | 0 |
| li1 | 292 | - | - |
| met4 | 0 | 2.8 | 0.942 |
-- where the power goes --
part           switching (mW)  leakage, nW  internal [mW]
clock network           0.194       0.0270          0.215
registers              0.0130        0.162          0.644
logic                  0.0814        0.366          0.163
total                   0.288        0.555           1.02
-- cell usage after synthesis --
master and n:
nor2_1 1, xnor2_1 1, buf_6 1, buf_4 2
nand2_1 5, a2bb2oi_1 1, o21ai_0 1, dfstp_2 1
mux2_4 2, nor3b_4 1, or4b_1 1, edfxtp_1 16
a21oi_1 2, nand3b_4 1, nor2b_1 1, inv_1 3
mux2_2 12, xor2_4 1, nor3b_1 3
-- area by class of cell --
class                   count  area, um^2
repair buffers             43         398
inverters                   2        7.51
well taps                 102         128
clock inverters             2        8.76
fillers                   834        6280
multi-input cells          33         360
clock buffers               3        41.3
flip-flops and latches     17         507
No activity file was given, so power comes from the tool's default toggle rates.
