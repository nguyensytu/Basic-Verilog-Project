==> /design/flow/design.v <==
module data_memory (
    input clk, wr, rd,
    input [4:0] address,
    input [7:0] data_write,
    output reg [7:0] data_read
);
    reg [7:0] data_file [31:0];
    always @(*) begin
        if (rd)
            data_read <= data_file [address];
    end
    always @(posedge clk) begin
        if (wr)
            data_file [address] <= data_write;
    end
    initial begin
        data_file [0] <= 14;
        data_file [1] <= 15;
        data_file [2] <= 12;
    end
endmodule
==> /design/flow/run.sh <==
#!/bin/bash
# OpenROAD 26Q1-2900-gdf79404cd8, Yosys 0.63+post, stock flow scripts
make -C /OpenROAD-flow-scripts/flow DESIGN_CONFIG=/design/flow/config.mk WORK_HOME=/design/flow/orfs finish
==> /design/flow/config.mk <==
export PLATFORM = sky130hd
export DESIGN_NAME = data_memory
export DESIGN_NICKNAME = data_memory
export VERILOG_FILES = /design/flow/design.v
export SDC_FILE = /design/flow/constraint.sdc
export NUM_CORES = 4
export LEC_CHECK = 1
export CORE_UTILIZATION = 50
==> /design/flow/constraint.sdc <==
current_design data_memory

set clk_period 2.3
set clk_io_pct 0.2

create_clock -name clk0 -period $clk_period [get_ports {clk}]

set non_clock_inputs [all_inputs -no_clocks]
set_input_delay [expr $clk_period * $clk_io_pct] -clock clk0 $non_clock_inputs
set_output_delay [expr $clk_period * $clk_io_pct] -clock clk0 [all_outputs]
==> flow_summary.json <==
{
  "status": "finished clean",
  "grt_pass1_vias": 5486,
  "grt_max_degree": 51,
  "hp-class": "primary input to flop",
  "wl_met3_um": 1922,
  "adder_share_pct": 0,
  "slew_headroom_pct": 42.50,
  "ys_area_um2": 10170,
  "core_um2": 19720,
  "num_io_pins": 24,
  "syn_area_per_cell_um2": 17.65,
  "cellLeakagePower_nw": 4.148,
  "yosys.area_share.aoi_pct": 4.000,
  "pre_cts_ws_ps": -28.12,
  "initCoreUtil_pct": 51.56,
  "syn_area_um2": 10170,
  "postCtsHoldBufs": 0,
  "initialDrtViolationCount": 337,
  "max_freq_mhz": 562.3,
  "critPathArrivalTime_ps": 2000,
  "warnings": 25,
  "post_cts_buffers": 0,
  "final_cell_mix": "edfxtp_1, mux2i_1, o22ai_1",
  "wl_met1_um": 8479,
  "place_inst": 887,
  "holdPathStages": 4,
  "layout.cells.non_filler": 932,
  "clk_path_buf_depth": 3,
  "cts_tree": "done",
  "routabilityCongestion": 0.8309,
  "hold-worst-slack_ps": 589.9,
  "gr-total-overflow": 0,
  "die_w_um": 144.6,
  "first_pass_iters": 5,
  "grt_use_total_pct": 24.09,
  "wire_per_inst_um": 23.09,
  "untimed_endpoints": 16,
  "drive_above_1_share_pct": 14.54,
  "dp_hpwl_um": 13920,
  "grt_pass1_wl_um": 32120,
  "period_used_pct": 77.33,
  "setup_viol": 0,
  "crit_type": "primary input to flop",
  "layout_top_cell": "edfxtp_1",
  "slew_viol_final": 0,
  "period_needed_ps": 1778,
  "yosys_warnings": 1,
  "ys_sh_xor_pct": 0,
  "fillCellCount": 1400,
  "setup_slack_ps": 521.5,
  "power.density_nw_per_um2": 827.4,
  "unclocked_regs": 8,
  "area_leaders": "edfxtp_1, mux2i_1, o22ai_1",
  "cp.required_ps": 2530,
  "worstSetupEndpointType": "flop",
  "routed_wirelength_um": 21520,
  "port_buffers": 23,
  "vias_per_cell": 5.670,
  "dr.max_layer_used": "met4",
  "htreeDepth": 1,
  "worst_setup_path_start_kind": "primary input",
  "synth_area_leader_cell": "edfxtp_1",
  "yosys-stat-cells": 576,
  "regArea_um2": 7807,
  "dieArea_um2": 20910,
  "syn-instance-count": 576,
  "timing_hold_violations_final": 0,
  "die_y_um": 144.6,
  "peakVddDrop_mv": 0.6439,
  "antenna_cells": 0,
  "placementRows": 51,
  "yosys.area_share.simple_pct": 4.874,
  "rsz0062_at_grt": "false",
  "synth.distinct_cells": 24,
  "antenna_found_initial": 0,
  "drc": 0,
  "syn_to_final_growth_pct": 16.26,
  "vias": 5284,
  "mux_share_pct": 12.60,
  "comb_area_um2": 2183,
  "ant_nets": 0,
  "worstMarginPinSlew_ps": 862.5,
  "cap_viol_max_count": 0,
  "clk_pin_slew_ps": 60,
  "met2_length_um": 10530,
  "ys.flops": 264,
  "top_cell_area_share_pct": 75.62,
  "cts_resized": 0,
  "cts_root_buffer": "clkbuf_16",
  "critical_path.max_fanout": 19,
  "ys_top_logic_family": "multiplexers",
  "numCtsBuffers": 26
}
-- layout make-up --
cell class	count	share of cell area, %
Clock inverter	13	1.143
Timing Repair Buffer	81	5.643
Sequential cell	264	66.06
Tap cell	265	2.805
Clock buffer	32	5.876
Multi-Input combinational cell	277	18.47
-- worst paths after layout --
| kind | endpoint | start |
|---|---|---|
| setup / recovery | data_file[25][2] | address[0] |
| hold / removal | data_file[26][5] | address[1] |
-- cells in the mapped netlist, drive strengths merged --
master   number
buf          26
clkbuf        9
dlxtp         8
edfxtp      256
mux2i       128
nand2        10
nand3         2
nand3b        4
nand4         1
nand4b        4
nand4bb       5
nor2         29
nor3          4
nor4         16
o22ai        64
or3           1
or3b          3
or4           1
or4b          4
or4bb         1
-- layer usage --
layer / vias to the layer above / global-route usage (%)
met2: 185 / 37.07
met1: 2587 / 35.64
li1: 2475 / -
met5: - / 0
met4: 0 / 5.208
met3: 37 / 9.912
-- stage by stage --
stage	total power [mW]	cell area (um^2)	utilization (%)	setup TNS, ps
2_1_floorplan	5.571	10170	-	0
3_3_place_gp	5.821	10990	55.73	0
3_5_place_dp	5.828	10990	55.73	-286.8
4_1_cts	9.833	11820	59.94	0
5_1_grt	10.06	11820	59.94	0
6_report	9.779	11820	59.94	0
-- worst max-delay path, stage by stage --
cell,delay (ps)
clkdlybuf4s50_1,530
buf_4,220
nand3b_1,150
buf_4,180
nor3_1,220
buf_4,230
-- state kept, by name, indices dropped and copies added (netlist names) --
register / count
data_file: 256
data_read: 8
-- kinds of logic (layout without fill, tap and decap cells) --
family,Yosys count,in the layout
muxes,128,128
latches,8,8
buffers and inverters,35,126
DFF,256,256
AOI/OAI and AO/OA,64,64
and+or+nand+nor,85,85
-- power breakdown --
group	switching [mW]	leakage, nW	internal (mW)
clock network	1.60	0.402	2.46
registers	0.0147	2.37	5.21
logic	0.309	1.38	0.190
No activity file was given, so power comes from the tool's default toggle rates.
