## /design/flow/design.v

```verilog
module alu (
    input [4:0] alu_op,
	input [7:0] A,
    input [7:0] B,
    output reg [7:0] result
);
    parameter  ADD = 5'b00000,
               SUB = 5'b00001,
               AND = 5'b00010,
               OR = 5'b00011;
    always @ (*) begin
        case (alu_op)
            ADD: result = A + B;
            SUB: result = A - B;
            AND: result = A & B;
            OR: result = A | B; 
            default : result = A + B;
        endcase
    end
endmodule
module control_unit (
    input [2:0] opcode,
    output reg rd_mem, wr_A, wr_B, wr_mem, jmp
);
    parameter LOAD_A = 3'b000,
              LOAD_B = 3'b001,
              STORE = 3'b010,
              JMP = 3'b100,
              ALU = 3'b111;
    always @(*) begin
        wr_A = 0;
        wr_B = 0;
        rd_mem = 0;
        wr_mem = 0;
        jmp = 0;
        case (opcode)
            LOAD_A: begin
                wr_A = 1;
                rd_mem = 1;
            end
            LOAD_B : begin
                wr_B = 1;
                rd_mem = 1;
            end
            STORE: begin
                wr_mem = 1;
            end 
            JMP: begin
                jmp = 1;
            end
            ALU: begin
                wr_A = 1;
            end 
        endcase
    end
endmodule
module core (
    input clk, reset,
    input [7:0] instruction,
    output [4:0] pc,
    input [7:0] data_i,
    output wr_mem, rd_mem, 
    output [4:0] address,
    output [7:0] data_o
);
    reg [4:0] pc_next;
	wire [2:0] opcode;
    wire wr_A, wr_B, jmp;
    wire [7:0] A, B;
    wire [7:0] result;
    registers register_file (.clk(clk), .wr_A(wr_A), .wr_B(wr_B), .rd_mem(rd_mem), 
                             .result(result), .data_write(data_i), 
                             .A(A), .B(B));
    alu alu (.alu_op(address), .A(A), .B(B), .result(result));
    always @(posedge clk, posedge reset) begin
        if (reset)
            pc_next <= 0;
        else
            if (jmp)
                pc_next <= address;
            else
                pc_next <= pc_next + 1;
    end
	assign {opcode, address} = instruction;  
    assign pc = pc_next;
    assign data_o = A;
    control_unit cu (.opcode(opcode), 
                     .rd_mem(rd_mem), .wr_A(wr_A), .wr_B(wr_B), 
                     .wr_mem(wr_mem), .jmp(jmp));
    initial begin
        pc_next <= 0;
    end   
endmodule
module registers (
    input clk, wr_A, wr_B, rd_mem,
    input [7:0] data_write, result,
    output reg [7:0] A, B 
); 
    always @(posedge clk) begin
        if (wr_A) begin
            if (rd_mem)
                A <= data_write;
            else
                A <= result;
        end
        if (wr_B)
            B <= data_write;
    end
endmodule
```

## /design/flow/run.sh

```bash
#!/bin/bash
# OpenROAD 26Q1-2900-gdf79404cd8, Yosys 0.63+post, stock flow scripts
make -C /OpenROAD-flow-scripts/flow DESIGN_CONFIG=/design/flow/config.mk WORK_HOME=/design/flow/orfs finish
```

## /design/flow/config.mk

```make
export PLATFORM = sky130hd
export DESIGN_NAME = core
export DESIGN_NICKNAME = core
export VERILOG_FILES = /design/flow/design.v
export SDC_FILE = /design/flow/constraint.sdc
export NUM_CORES = 4
export LEC_CHECK = 1
export CORE_AREA = 10 10 109 109
export DIE_AREA = 0 0 119 119
```

## /design/flow/constraint.sdc

```tcl
current_design core

set clk_period 3.4
set clk_io_pct 0.2

create_clock -name clk0 -period $clk_period [get_ports {clk}]

set non_clock_inputs [all_inputs -no_clocks]
set_input_delay [expr $clk_period * $clk_io_pct] -clock clk0 $non_clock_inputs
set_output_delay [expr $clk_period * $clk_io_pct] -clock clk0 [all_outputs]
```

==> deck_impl_summary.md <==
Flow Results at a Glance

Outcome
  – Status: finished, final reports clean

GRT
  – Antenna violations before repair: 0
  – GRT overflow: 0
  – First-pass GRT wire length: 6930 microns
  – Vias in the first global route: 1398
  – Maximum number of pins on one net before global-route repair: 13
  – All-Layer GR Usage: 5.96%

Die
  – Row count: 36
  – Die Size: 14200 sq um
  – I/O pin cnt: 38
  – FP Util: 15.9%
  – Die x size: between 100 and 150 microns
  – Chip height: 119 microns
  – Core area: 9640 sq um

Final timing
  – Max-slew violation count: 0
  – Slew @ Worst Pin: 0.524 ns
  – Worst clock skew: 0.00477 ns
  – Period minus WS final: 3.10 ns
  – Hold Vio Cnt, Final: 0
  – Max-slew headroom: 64.9%
  – Setup_tns: 0 ns
  – Fmax: 0.323 GHz
  – Finish-stage setup viols: 0
  – Fin crit share: 91.1%
  – RSZ-0062 raised after global routing: no

Drt
  – Ant diodes: 0
  – DR DRC count: 0
  – Vias per inst: around 3.9
  – Antenna Nets Post-Route: 0
  – Metal2 WL: about 1900 microns
  – Top Layer Used: met4
  – Initial DRC Count: 82
  – DRT Pass-1 Iters: 4
  – Met3 WL: ~330 microns
  – Final wirelength: ~4200 microns
  – DR vias: 1320
  – Metal-1 WL: 1930 microns
  – Per-cell routed wire length: 12.5 microns

Clock tree
  – CTS root buf: clkbuf_8
  – Clock slew at reported path FFs: 0.08 ns
  – CTS H-tree depth: 1
  – Post-CTS Setup Repair Bufs: 0
  – Post_cts resized: 0
  – CTS tree: built
  – Worst-Skew Late Latency: 0.26 ns
  – Post-CTS Hold Buffers: 0
  – Clk buf depth: 2
  – CTS buffer count: 3
  – Clock Sink Count: 21

Final layout
  – Most numerous logic cells after layout: clkdlybuf4s50_1, a21oi_1, edfxtp_1
  – Area Overhead vs Synth: 40.3%
  – Core Util, Final: 22.3%
  – Non-Filler Instances: 339
  – Share of cells above drive strength 1: 11.7%
  – Commonest Layout Cell: clkdlybuf4s50_1

Setup path
  – Reg-to-reg endpoint: register_file.A[5]
  – CP arrival: ~3.2 ns
  – Critical path capture point type: flop
  – Critical Path Sink: register_file.A[7]
  – Worst-case reg-to-reg path depth: 10
  – Flop-to-flop setup slack: around 0.96 ns
  – Crit path DRT: 3.53 ns
  – Critical Path Fanout Max: 5
  – Setup crit start: instruction[4]
  – RR Startpoint: register_file.B[0]
  – Worst Setup Start Kind: input pin
  – Crit Path Class: input pin to flop

Yosys
  – Synth Cell Area: 1530 sq um
  – Top cells by area: edfxtp_1, ha_1, dfrtp_1
  – Yosys stat chip area: between 1500 and 2000 sq um
  – Ys flops: 21
  – Cell count after synthesis: 161
  – Yosys top cell area share: 31.3%
  – Synth Seq Share: 39.5%
  – Post-Syn Area per Cell: 9.53 sq um
  – Synthesis warning total: 4
  – Synth unique cells: ~41
  – Largest area contributor in the netlist: edfxtp_1
  – Ys cells: 161

Placed design
  – Dpl cells: 335
  – DP HPWL: 3470 microns
  – Final Wtd Congestion: 0.857
  – Port Buffer Count: 37

Worst hold path
  – Hold WC Path Type: flop to flop
  – Hold path startpoint: pc_next[0]

Pwr
  – Max IR drop VDD: 0.243 mV
  – Static leakage: 0.783 nW
  – Cell Pwr Density: 397 nW/um^2
  – Pwr Total: ~0.85 mW

Run
  – Tool warnings: 27
  – Max cap viols: 0
## Yosys cell counts (all sizes together)
cell      count
buf           8
nor3b         3
mux2i         2
inv           6
a221o         1
o21bai        1
a211oi        1
edfxtp       16
nor2b         1
a21oi        24
nand3b        3
a21o          2
nor4          3
nand4         3
and3b         1
clkinvlp      1
a31oi         1
o21ai        13
or2           1
and2          2
dfrtp         5
clkbuf        2
mux2          1
a2111oi       1
nand3         4
fa            1
xnor2        10
nor2         11
ha           11
xor2          4
nand2        13
or3           2
nor3          3
## sequential cells by signal (all words and copies together), names as in the netlist
| register | count |
|---|---|
| pc_next | 5 |
| register_file.A | 8 |
| register_file.B | 8 |
## per-layer routing
metal | vias to the layer above | GRT usage [%]
li1 | 665 | -
met1 | 614 | 7.48
met2 | 36 | 9.85
met3 | 5 | 2.21
met4 | 0 | 0.763
met5 | - | 0
## critical path, cell delays in order
cell	delay (ns)
clkdlybuf4s50_1	0.43
nor3_2	0.24
nor3b_4	0.33
buf_4	0.19
a21oi_1	0.05
xnor2_1	0.14
ha_1	0.33
nand4_1	0.10
a21oi_1	0.05
nand3b_1	0.19
a2111oi_1	0.34
nand3b_1	0.16
## area by class of cell
class,instances,area (sq um)
fill,1071,7490
timing repair buffer,51,475
clock buffer,4,45.0
multi-input combinational,123,830
sequential,21,606
inverter,7,30.0
tap,133,166
## report_power, final
part	leakage (nW)	total [mW]	switching [mW]	internal [mW]
sequential	0.208	0.370	0.0432	0.327
combinational	0.553	0.318	0.123	0.195
clock	0.0228	0.165	0.0820	0.0834
## worst min path at each step
| stage | endpoint | slack, ns | cells past startpoint |
|---|---|---|---|
| 6_report | pc_next[0] | 0.52 | 1 |
| 5_1_grt | pc_next[0] | 0.57 | 1 |
| 4_1_cts | pc_next[0] | 0.53 | 1 |
## kinds of logic after synthesis
group	after synthesis	share of synthesized area, %
mux	3	2.04
flops	21	39.5
simple gates	50	18.0
fa+ha+maj	12	10.3
xor+xnor	14	7.99
buf+inv	17	6.44
compound gates	44	15.7
## metrics by stage
step | cell area, sq um | worst slack (ns) | hold slack, ns
2_1_floorplan | 1530 | 0.575 | 0.452
3_3_place_gp | 2110 | 0.0465 | 0.507
3_5_place_dp | 2110 | 0.0213 | 0.506
4_1_cts | 2150 | 0.299 | 0.526
5_1_grt | 2150 | 0.0597 | 0.566
6_report | 2150 | 0.302 | 0.521
No activity file was given, so power comes from the tool's default toggle rates.
